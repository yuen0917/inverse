--- flow/run.sh ---
#!/bin/bash
# OpenROAD 26Q1-2900-gdf79404cd8, Yosys 0.63+post, stock flow scripts
make -C /OpenROAD-flow-scripts/flow DESIGN_CONFIG=/design/flow/config.mk WORK_HOME=/design/flow/orfs finish
--- flow/config.mk ---
export PLATFORM = sky130hd
export DESIGN_NAME = hermitian
export DESIGN_NICKNAME = hermitian
export VERILOG_FILES = /design/flow/design.v
export SDC_FILE = /design/flow/constraint.sdc
export NUM_CORES = 4
export LEC_CHECK = 1
export CORE_UTILIZATION = 40
--- flow/constraint.sdc ---
current_design hermitian

set clk_period 5.3
set clk_io_pct 0.2

create_clock -name clk0 -period $clk_period [get_ports {clk}]

set non_clock_inputs [all_inputs -no_clocks]
set_input_delay [expr $clk_period * $clk_io_pct] -clock clk0 $non_clock_inputs
set_output_delay [expr $clk_period * $clk_io_pct] -clock clk0 [all_outputs]
--- flow/design.v ---
`timescale 1ns / 1ps
module hermitian #(
    parameter DATA_WIDTH         = 24,
    parameter BRAM_RD_ADDR_WIDTH = 10,
    parameter BRAM_WR_ADDR_WIDTH = 10,
    parameter BRAM_RD_INCREASE   = 4,
    parameter BRAM_WR_INCREASE   = 4,
    parameter LATENCY            = 2,
    parameter MIC_NUM            = 8,
    parameter SOR_NUM            = 2,
    parameter FREQ_NUM           = 257
)(
    input                                      clk,
    input                                      rst_n,
    input                                      start,
    input      signed [DATA_WIDTH-1:0]         bram_rd_real,
    input      signed [DATA_WIDTH-1:0]         bram_rd_imag,
    output reg        [BRAM_RD_ADDR_WIDTH-1:0] bram_rd_addr,
    output reg signed [DATA_WIDTH-1:0]         bram_wr_real,
    output reg signed [DATA_WIDTH-1:0]         bram_wr_imag,
    output reg        [BRAM_WR_ADDR_WIDTH-1:0] bram_wr_addr,
    output                                     bram_wr_en,
    output reg [3:0]                           bram_wr_we,
    output reg                                 done
);
    localparam S_IDLE = 0;
    localparam S_RD   = 1;
    localparam S_WR   = 2;
    localparam S_DONE = 3;
    localparam TOTAL_NUM = MIC_NUM * SOR_NUM * FREQ_NUM;
    localparam CNT_WIDTH = $clog2(TOTAL_NUM);
    reg [LATENCY:0] start_delay;
    always @(posedge clk or negedge rst_n) begin
        if (!rst_n) begin
            start_delay <= 0;
        end else begin
            start_delay <= {start_delay[LATENCY-1:0], start};
        end
    end
    reg [1:0] state;
    reg [1:0] next_state;
    reg [CNT_WIDTH-1:0] idx;
    assign bram_wr_en = start_delay[LATENCY];
    always @(posedge clk or negedge rst_n) begin
        if(!rst_n) begin
            state <= S_IDLE;
        end else begin
            state <= next_state;
        end
    end
    always @(*) begin
        case(state)
            S_IDLE:  next_state = (start_delay[LATENCY]) ? S_RD : S_IDLE;
            S_RD:    next_state = S_WR;
            S_WR:    next_state = (idx == TOTAL_NUM - 1) ? S_DONE : S_WR;
            S_DONE:  next_state = S_IDLE;
            default: next_state = S_IDLE;
        endcase
    end
    always @(posedge clk or negedge rst_n) begin
        if (!rst_n) begin
            bram_rd_addr <= 0;
            bram_wr_addr <= 0;
            bram_wr_we   <= 4'd0;
            idx          <= 0;
            done         <= 1'b0;
        end else begin
            case(state)
                S_IDLE: begin
                    done <= 0;
                    if (start_delay[LATENCY]) begin
                        bram_rd_addr <= 0;
                        bram_wr_addr <= 0;
                        bram_wr_we   <= 4'b1111;
                    end
                end
                S_RD: begin
                    bram_wr_addr <= bram_rd_addr;
                end
                S_WR: begin
                    bram_wr_real <= bram_rd_real;
                    bram_wr_imag <= -bram_rd_imag;
                    bram_rd_addr <= bram_rd_addr + BRAM_RD_INCREASE;
                    idx          <= (idx == TOTAL_NUM - 1) ? idx : idx + 1;
                end
                S_DONE: begin
                    done <= 1;
                    idx  <= 0;
                end
                default: begin
                    bram_rd_addr <= 0;
                    bram_wr_addr <= 0;
                    bram_wr_we   <= 4'd0;
                    idx          <= 0;
                    done         <= 1'b0;
                end
            endcase
        end
    end
endmodule
==> out/results.env <==
CTS_RESIZED=0
POST_CTS_HOLD_BUFFER_COUNT=0
DRT_PRE_ANTENNA_ITERS=6
FINAL_MAX_SLEW_VIOL_COUNT=0
SYNTH_ASYNC_SR_FLOP_SHARE=0.442
CLOCK_TREE.ROOT_CELL='sky130_fd_sc_hd__clkbuf_8'
DESIGN.CORE.AREA_UM2=8680
GR-TOTAL-OVERFLOW=0
SYNTHCELLS=266
TIMING.FINAL.SETUP_VIOLATIONS=0
DR_TOTAL_VIAS=2435
SLEW_OF_THE_PIN_WITH_THE_LOWEST_SLEW_MARGIN_NS=0.611
POSTROUTEANTENNANETS=0
PWR_DENSITY_CELL_nW_PER_UM2=235
GRT_PASS1_VIAS=2232
SYNTH.YOSYS.CHIP_AREA_UM2=3570
CRITPATHARRIVALTIME_NS=2.74
R2R-START='state[1]'
LAYOUT.CELLS.MOST_COMMON_LIST='sky130_fd_sc_hd__clkdlybuf4s50_1, sky130_fd_sc_hd__edfxtp_1, sky130_fd_sc_hd__dfrtp_1'
FIN_CRIT_PERIOD_NS=2.64
CRITICAL_PATH.N_BUFFERS_INVERTERS=2
FIN_WORST_SKEW_NS=0.0106
POSTSYNTHREGISTERBITS=86
EDF_COUNT=48
PIN_COUNT_OF_THE_BIGGEST_NET_ENTERING_GLOBAL_ROUTING=49
TOP_LEVEL_PORTS=125
RSZ0062_AT_GRT='no'
CORE_UTIL_FLOORPLAN=0.411
NUMBER_OF_DIODES_ADDED_FOR_ANTENNA_FIXING=0
ENDPOINT_KIND='flip-flop'
VIAS_PER_CELL=4.83
SYN2LAYOUT_AREA_GROWTH_PCT=41.0
DIEAREA_UM2=9310
WORST-PATH-STAGES=7
FINAL_GP_CONGESTION=0.861
VDD_DROP_MAX_uV=103
CLOCK.FMAX_MHz=379
CAP_VIOL_MAX_COUNT=0
WORST_PATH_MAX_FANOUT=5
CRITICAL_PATH.TOP_DELAY_FAMILY='simple AND/OR/NAND/NOR gates'
BUFFERS_ADDED_ON_PORTS=120
REG2REG_DEPTH=2
CTS-BUFFERS-INSERTED=9
HP-CLASS='flip-flop to flip-flop'
CRITPATHKIND='input port to flip-flop'
YS_SEQ_SHARE=0.671
PLACE_HPWL_MM=4.94
CLOCK-SINKS=86
AVGSYNTHCELLAREA_UM2=13.4
POST_CTS_BUFFERS=0
HOLD_VIOL=0
FIN_CRIT_SH=0.497
TRITONCTS='built'
DRIVE_ABOVE_1_SHARE=0.0657
YS.WARNINGS.COUNT=1
WORST_SLEW_MARGIN_REL=0.593
CRIT_PATH_CELL_TRACE='clkdlybuf4s50_1, inv_1, ha_1, nor4b_1, nand4_1, nor3_1, xnor2_1'
FIRST_PASS_GRT_WIRE_LENGTH_MM=11.0
GRTUSAGETOTAL=0.165
SETUP-TNS-FINAL_NS=0
CLKTRANSATPATHREGS_NS=0.08
CRITICAL_PATH.SLOWEST_CELL='sky130_fd_sc_hd__clkdlybuf4s50_1'
CRITICAL-PATH-MAX-STAGE-DELAY_NS=0.45
CRIT-REG2REG-CAPTURE='bram_wr_imag[14]'
GRT_UTIL_MET2=0.217
NETLIST-CELL-TYPE-COUNT=42
RESULT_OF_THE_RUN='finished, final reports clean'
FINAL_CORE_UTIL=0.580
POWER_LEAKAGE_nW=1.93
CTS-HTREE-LEVELS=3
POSTSYNTH.TOPFLOPCELL='sky130_fd_sc_hd__edfxtp_1'
DRT-INITIAL-DRC-COUNT=59
WARNING_COUNT=25
CRITICAL_PATH.STARTPOINT='bram_rd_imag[0]'
DIE-HEIGHT_UM=96.5
DIE.SIZE.X_UM=96.5
GLOBAL_ROUTE.USAGE.MET3=0.0819
DETAIL_ROUTE.WL_PER_CELL_UM=13.7
ANTENNA_FOUND_INITIAL=0
SYNTHESIS.AREA_UM2=3570
CTSLONGESTPATHBUFFERS=2
YS_CELLS=266
WORSTSETUPSTARTPOINTTYPE='input port'
CRITPATHCAPTURE='bram_wr_imag[16]'
DPL.CELL_COUNT=488
GRT_MOST_USED_LAYER='met1'
DRT-TOTAL-WL_MM=6.88
GRT_UTIL_MET1=0.267
WORST_SKEW_PAIR.LATE_LATENCY_NS=0.35
FINISH.CELL_COUNT_WITHOUT_FILLERS=504
WP_DATA_REQUIRED_NS=5.40
LAYOUT_TOP_CELL_EXCL_FILL_TAP='sky130_fd_sc_hd__clkdlybuf4s50_1'
N_FILL_CELL=700
TIMING.REG2REG.SETUP_SLACK_NS=3.43
FP-ROW-COUNT=34
DRC_VIOLS=0
layout make-up:
| class | instances | area [µm²] | area share |
|---|---|---|---|
| Clock inverter | 7 | 48.8 | 0.00969 |
| Tap cell | 108 | 135 | 0.0268 |
| Clock buffer | 9 | 124 | 0.0246 |
| Sequential cell | 86 | 2390 | 0.476 |
| Multi-Input combinational cell | 167 | 1100 | 0.219 |
| Inverter | 5 | 18.8 | 0.00373 |
| Timing Repair Buffer | 122 | 1210 | 0.241 |
how the worst min path moves through the flow:
| stage | cells past startpoint | start | to |
|---|---|---|---|
| 4_1_cts | 0 | start_delay[1] | start_delay[2] |
| 5_1_grt | 0 | start_delay[1] | start_delay[2] |
| 6_report | 0 | start_delay[1] | start_delay[2] |
sequential cells by signal, indices dropped and copies added, names as in the netlist:
| name | cells |
|---|---|
| state | 4 |
| start_delay | 3 |
| bram_rd_addr | 8 |
| bram_wr_imag | 24 |
| bram_wr_we | 1 |
| idx | 13 |
| bram_wr_addr | 8 |
| bram_wr_real | 24 |
| done | 1 |
cell usage after synthesis (2+ instances only):
library cell               instances  area (µm²)
sky130_fd_sc_hd__nand2_1          19        71.3
sky130_fd_sc_hd__nor3_1            7        35.0
sky130_fd_sc_hd__buf_4             7        52.6
sky130_fd_sc_hd__a21o_1            2        15.0
sky130_fd_sc_hd__and3_1            5        31.3
sky130_fd_sc_hd__a21oi_1           2        10.0
sky130_fd_sc_hd__inv_1             5        18.8
sky130_fd_sc_hd__ha_1              3        37.5
sky130_fd_sc_hd__o21ai_0           6        30.0
sky130_fd_sc_hd__nand4_1          12        75.1
sky130_fd_sc_hd__nand2b_1          4        25.0
sky130_fd_sc_hd__or3_1             2        12.5
sky130_fd_sc_hd__xor2_1           20         175
sky130_fd_sc_hd__dfrtp_1          37         926
sky130_fd_sc_hd__clkbuf_1          4        15.0
sky130_fd_sc_hd__and2_1            3        18.8
sky130_fd_sc_hd__edfxtp_1         48        1440
sky130_fd_sc_hd__nor2_1           23        86.3
sky130_fd_sc_hd__nor4_1            6        37.5
sky130_fd_sc_hd__xnor2_1          15         131
sky130_fd_sc_hd__nand3_1           5        25.0
sky130_fd_sc_hd__and4_1            3        26.3
sky130_fd_sc_hd__a22o_1            9        78.8
layer usage:
| metal | share of wire | up-vias |
|---|---|---|
| met5 | 0 | - |
| met4 | 0.017 | 0 |
| met3 | 0.12 | 11 |
| met2 | 0.41 | 91 |
| met1 | 0.45 | 1120 |
| li1 | - | 1213 |
where the power goes:
| group | switching (mW) | internal (mW) |
|---|---|---|
| logic | 0.0236 | 0.0409 |
| registers | 0.000505 | 0.708 |
| clock network | 0.239 | 0.171 |
per-stage QoR:
step	instance area [µm²]	hold slack (ns)	power, mW	setup WS [ns]
3_5_place_dp	4860	0.337	0.788	2.32
5_1_grt	5030	0.370	1.23	2.50
4_1_cts	5030	0.356	1.20	2.69
6_report	5030	0.353	1.18	2.66
2_1_floorplan	3580	0.331	0.737	2.68
3_3_place_gp	4860	0.335	0.788	2.36
kinds of logic (layout without fill, tap and decap cells):
group | after synthesis | in the layout | share of synthesized area
AOI/OAI and AO/OA | 24 | 24 | 0.0487
xor gates and xnor gates | 35 | 35 | 0.0859
adders and majority gates | 3 | 3 | 0.0105
buffers and inverters | 16 | 143 | 0.0242
DFF | 86 | 86 | 0.671
muxes | 2 | 2 | 0.00596
other | 1 | 4 | 0.00105
and+or+nand+nor | 99 | 99 | 0.153
No activity file was given, so power comes from the tool's default toggle rates.
